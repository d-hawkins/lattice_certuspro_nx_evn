### run.sh
#!/bin/bash
# OpenROAD 26Q1-2900-gdf79404cd8, Yosys 0.63+post, stock flow scripts
make -C /OpenROAD-flow-scripts/flow DESIGN_CONFIG=/design/flow/config.mk WORK_HOME=/design/flow/orfs finish
### config.mk
export PLATFORM = sky130hd
export DESIGN_NAME = certuspro_nx_evn
export DESIGN_NICKNAME = certuspro_nx_evn
export VERILOG_FILES = /design/flow/design.v
export SDC_FILE = /design/flow/constraint.sdc
export NUM_CORES = 4
export LEC_CHECK = 1
export CORE_AREA = 10 10 97 97
export DIE_AREA = 0 0 107 107
export SYNTH_HDL_FRONTEND = slang
### constraint.sdc
current_design certuspro_nx_evn

set clk_period 5.5
set clk_io_pct 0.2

create_clock -name clk0 -period $clk_period [get_ports {clk_12mhz}]

set non_clock_inputs [all_inputs -no_clocks]
set_input_delay [expr $clk_period * $clk_io_pct] -clock clk0 $non_clock_inputs
set_output_delay [expr $clk_period * $clk_io_pct] -clock clk0 [all_outputs]
### design.v
module certuspro_nx_evn (
		input        clk_12mhz,
		output [7:0] led
	);
	localparam real CLK_12MHZ_FREQUENCY = 12.0e6;
	localparam real BLINK_PERIOD = 0.5;
	localparam integer WIDTH =
		$clog2(integer'(CLK_12MHZ_FREQUENCY*BLINK_PERIOD))+7;
	logic [WIDTH-1:0] count;
	always_ff @(posedge clk_12mhz) begin
		count <= count - 1'b1;
	end
	assign led = count[(WIDTH-1) -: 8];
endmodule
==> node_exporter_impl.prom <==
# HELP chip_impl_metric Metrics from one implementation run
# TYPE chip_impl_metric gauge
chip_impl_info{name="status",value="finished, final reports clean"} 1
chip_impl_metric{name="synth_flops",unit=""} 30
chip_impl_metric{name="grt_util_all_layers",unit=""} 0.0382
chip_impl_metric{name="detail_route.drc_violations",unit=""} 0
chip_impl_metric{name="drive_gt1_frac",unit=""} 0.119
chip_impl_metric{name="num_io_pins",unit=""} 9
chip_impl_metric{name="grt_pass1_wl",unit="mm"} 3.69
chip_impl_metric{name="route.antenna.remaining_nets",unit=""} 0
chip_impl_metric{name="finalMaxSlewViolations",unit=""} 0
chip_impl_metric{name="grt_pass1_vias",unit=""} 801
chip_impl_metric{name="initial_antenna_violation_count",unit=""} 0
chip_impl_metric{name="postCtsSetupBuffers",unit=""} 0
chip_impl_metric{name="postSynthAreaPerCell",unit="µm²"} 10.5
chip_impl_info{name="most_common_cell_after_layout_fill_and_taps_aside",value="dfxtp_1"} 1
chip_impl_metric{name="actual_transition_at_the_worst_max_transition_pin",unit="ns"} 0.528
chip_impl_metric{name="cellLeakagePower",unit="nW"} 0.674
chip_impl_metric{name="irDropWorstVdd",unit="V"} 0.0000781
chip_impl_info{name="r2r_start",value="count[8]"} 1
chip_impl_metric{name="clk_buf_depth",unit=""} 2
chip_impl_metric{name="setup_viol",unit=""} 0
chip_impl_metric{name="yosys_warnings",unit=""} 0
chip_impl_metric{name="timing.slew.headroom",unit=""} 0.645
chip_impl_metric{name="synthDistinctLibCells",unit=""} 24
chip_impl_info{name="cell_type_of_the_slowest_stage_on_the_worst_timing_path",value="clkdlybuf4s50_1"} 1
chip_impl_metric{name="fmaxAchievable",unit="MHz"} 438
chip_impl_metric{name="power-per-cell-area",unit="nW/µm²"} 266
chip_impl_metric{name="critical_path.n_buffers_inverters",unit=""} 1
chip_impl_metric{name="fp_util",unit=""} 0.171
chip_impl_info{name="critical_path.startpoint_type",value="flip-flop"} 1
chip_impl_metric{name="post_cts_resize_count",unit=""} 0
chip_impl_metric{name="syn_area",unit="µm²"} 1250
chip_impl_metric{name="fin_worst_skew",unit="ns"} 0.00345
chip_impl_info{name="worst_path_dominant_cell_family",value="buffers and inverters"} 1
chip_impl_metric{name="period_minus_slack",unit="ns"} 2.28
chip_impl_metric{name="first_iter_violations",unit=""} 17
chip_impl_metric{name="cts_num_sinks",unit=""} 30
chip_impl_metric{name="synth-async-reset-ratio",unit=""} 0
chip_impl_info{name="largest_registers",value="count x30"} 1
chip_impl_metric{name="count_of_vias_placed_by_the_detailed_router",unit=""} 783
chip_impl_metric{name="place.detailed.hpwl",unit="mm"} 1.44
chip_impl_metric{name="htree_num_levels",unit=""} 2
chip_impl_metric{name="place.port_buffers",unit=""} 8
chip_impl_info{name="setup_repair_after_global_routing_missed_its_margin",value="false"} 1
chip_impl_metric{name="placementRows",unit=""} 31
chip_impl_metric{name="critical_path_required",unit="ns"} 4.40
chip_impl_metric{name="antenna_cells_inserted",unit=""} 0
chip_impl_info{name="critical_path_class",value="flip-flop to output pin"} 1
chip_impl_info{name="lay_top_cells",value="30 x dfxtp_1, 21 x xor2_1, 10 x nor4_1, 9 x nor2_1, 8 x clkdlybuf4s50_1"} 1
chip_impl_info{name="min-delay-start",value="count[0]"} 1
chip_impl_metric{name="fillers",unit=""} 820
chip_impl_metric{name="grt_max_degree",unit=""} 12
chip_impl_metric{name="gp_congestion",unit=""} 0.715
chip_impl_metric{name="hold_viol_final",unit=""} 0
chip_impl_metric{name="worst-endpoint-arrival",unit="ns"} 1.18
chip_impl_metric{name="numCtsBuffers",unit=""} 5
chip_impl_metric{name="timing.setup.tns",unit="ns"} 0
chip_impl_metric{name="die-width",unit="µm"} 107
chip_impl_metric{name="layout-area-overhead-vs-synth",unit="%"} 18.5
chip_impl_metric{name="wirelength",unit="mm"} 1.99
chip_impl_metric{name="synth.yosys.chip_area",unit="µm²"} 1250
chip_impl_metric{name="clk-insertion-delay-late",unit="ns"} 0.27
chip_impl_metric{name="synth-seq-area-share",unit=""} 0.480
chip_impl_info{name="tritoncts_clock_tree",value="done"} 1
chip_impl_info{name="ctsRootBufferMaster",value="clkbuf_8"} 1
chip_impl_metric{name="drt-wirelength-per-cell",unit="µm"} 8.86
chip_impl_metric{name="count_of_tritonroute_iterations_in_the_first_routing_pass",unit=""} 3
chip_impl_metric{name="drv_cap",unit=""} 0
chip_impl_metric{name="via_per_inst",unit=""} 3.48
chip_impl_metric{name="cts-hold-fix-buffers",unit=""} 0
chip_impl_info{name="worst_setup_path_startpoint",value="count[23]"} 1
chip_impl_info{name="cp_endpoint_kind",value="output pin"} 1
chip_impl_metric{name="max_reg_flops",unit=""} 30
chip_impl_info{name="holdCritPathClass",value="flip-flop to flip-flop"} 1
chip_impl_info{name="max_flop_register",value="count"} 1
chip_impl_metric{name="synth.yosys.num_cells",unit=""} 119
chip_impl_metric{name="die_h",unit="µm"} 107
chip_impl_metric{name="openroad.warnings",unit=""} 25
chip_impl_metric{name="floorplan.core_area",unit="µm²"} 7290
chip_impl_metric{name="edf_count",unit=""} 0
chip_impl_info{name="dominant_register_cell_in_the_synthesized_netlist",value="dfxtp_1"} 1
chip_impl_metric{name="fin_crit_sh",unit=""} 0.415
chip_impl_metric{name="grt_overflow_total",unit=""} 0
chip_impl_metric{name="chip_area",unit="µm²"} 11400
chip_impl_metric{name="clk_pin_slew_worst_paths",unit="ns"} 0.06
chip_impl_metric{name="worstPathMaxFanout",unit=""} 5
chip_impl_metric{name="report.power.total",unit="W"} 0.000394
chip_impl_info{name="critical_path.cell_chain",value="clkdlybuf4s50_1"} 1
chip_impl_metric{name="cpPeakStageDelay",unit="ns"} 0.51
chip_impl_metric{name="syn-instance-count",unit=""} 119
-- where the power goes --
part	internal, W	switching, W	leakage [nW]
registers	0.000217	0	0.241
logic	0	0	0.385
clock network	0.000101	0.0000761	0.0482
total	0.000318	0.0000761	0.674
-- through the flow --
| stage | cell area (µm²) | hold slack [ns] | setup WS (ns) | instances | utilization |
|---|---|---|---|---|---|
| after CTS | 1480 | 0.422 | 3.18 | 225 | 0.203 |
| after global routing | 1480 | 0.442 | 3.14 | 225 | 0.203 |
| after detailed placement | 1390 | 0.409 | 3.49 | 217 | 0.191 |
| after global placement | 1390 | 0.398 | 3.49 | 217 | 0.191 |
| after floorplan | 1250 | 0.388 | 3.80 | 119 | - |
| final | 1480 | 0.418 | 3.22 | 225 | 0.203 |
-- layer usage --
metal,share of wire,routed length (µm),GRT usage,vias up
li1,-,-,-,416
met1,0.51,1030,0.0519,353
met2,0.41,811,0.0544,9
met3,0.066,131,0.0188,5
met4,0.012,23,0.00580,0
met5,0,0,0,-
-- cells in the mapped netlist, types with 2 or more instances --
cell type	n	area (µm²)
nor4_2	2	25.0
inv_1	3	11.3
buf_4	8	60.1
nand2_1	5	18.8
nor3_1	7	35.0
nor2_1	9	33.8
or2_2	2	12.5
or3_1	3	18.8
nand3_1	2	10.0
nor4_1	10	62.6
xor2_1	21	184
xnor2_1	6	52.6
dfxtp_1	30	601
-- path summary, 6_finish.rpt --
path	to	slack (ns)	cells past startpoint
worst max register to register	count[28]	3.65	4
worst min-delay path	count[0]	0.42	1
worst max-delay path	led[1]	3.22	1
worst min register to register	count[0]	0.42	1
-- layout make-up --
class                           count  area, µm²  area share
Clock inverter                      1       5.00     0.00338
Timing Repair Buffer                8       80.1      0.0541
Sequential cell                    30        601       0.405
Inverter                            3       11.3     0.00760
Clock buffer                        7       86.3      0.0583
Tap cell                           99        124      0.0836
Multi-Input combinational cell     77        574       0.388
-- kinds of logic (layout without fill, tap and decap cells) --
group / after synthesis / count (layout) / synth area share
xor+xnor: 27 / 27 / 0.189
simple gates: 49 / 49 / 0.260
fa+ha+maj: 1 / 1 / 0.0100
flops: 30 / 30 / 0.480
buf+inv: 12 / 19 / 0.0601
Power is estimated from default activity; no workload was simulated.
